==> design.v <==
module alu(
  input [31:0] A,     
  input [31:0] B,     
  input [4:0] ALUOp,
  output reg[31:0] result 
  );
  integer dif;
  initial  dif = A - B;
  always@(*)
  begin
    case(ALUOp)
      5'b00000:
        result = A + B;
      5'b00001:
        result = A - B;
      5'b00010:
        result = B << A[4:0];
      5'b00011:
        result = B >> A[4:0];
      5'b00100:
        result = B >> A[4:0] | ( {32{B[31]}} << (6'b100000-{1'b0, A[4:0]}));
      5'b00101:
        result = A & B;
      5'b00110:
        result = A | B;
      5'b00111:
        result = A ^ B;
      5'b01000:
        result = ~ (A | B);
      5'b01001:
        result = ((A[31] && !B[31]) || ((!(A[31] ^ B[31])) && dif[31]))? 32'h1 : 32'h0;
      5'b01010:
        result = (A < B)? 32'b1 : 32'b0;
      5'b01011:
        result = {B[15:0],16'b0};
      5'b01100:
        result = (A == B)? 32'b1 : 32'b0;
      5'b01101:
        result = (!A[31] && A!=32'b0)? 32'b1: 32'b0;
      5'b01110:
        result = (!A[31] && A!=32'b0)? 32'b0: 32'b1;
      5'b01111:
        result = (A[31])? 32'b0 : 32'b1;
      5'b10000:
        result = (!A[31])? 32'b0 : 32'b1;      
      default: result = 32'b0;
    endcase
  end
endmodule
==> run.sh <==
#!/bin/bash
# OpenROAD 26Q1-2900-gdf79404cd8, Yosys 0.63+post, stock flow scripts
make -C /OpenROAD-flow-scripts/flow DESIGN_CONFIG=/design/flow/config.mk WORK_HOME=/design/flow/orfs finish
==> config.mk <==
export PLATFORM = sky130hd
export DESIGN_NAME = alu
export DESIGN_NICKNAME = alu
export VERILOG_FILES = /design/flow/design.v
export SDC_FILE = /design/flow/constraint.sdc
export NUM_CORES = 4
export LEC_CHECK = 1
export CORE_UTILIZATION = 50
==> constraint.sdc <==
current_design alu

set clk_period 22.3
set clk_io_pct 0.2

create_clock -name clk0 -period $clk_period

set non_clock_inputs [all_inputs -no_clocks]
set_input_delay [expr $clk_period * $clk_io_pct] -clock clk0 $non_clock_inputs
set_output_delay [expr $clk_period * $clk_io_pct] -clock clk0 [all_outputs]
==> run_results.csv <==
group,metric,value,unit
floorplanning,boundaryPins,101,
placed_design,placed_cell_area,0.0101,mm²
flow_run,maxCapViolations,0,
min_path,hp-class,"input port to output pin",
cells_and_area,finish.instance_area,0.0101,mm²
final_timing,finalCritPeriodShare,64.8,%
final_timing,finalHoldViolations,0,
cells_and_area,register_area,0,µm²
setup_path,buffers_and_inverters_on_the_worst_path,3,
yosys,ys_area,0.00906,mm²
yosys,syn-instance-count,1272,
min_path,holdPathStages,5,
detailed_routing,avgViaCountPerCell,7.34,
yosys,ys_seq_share,0,%
yosys,yosysUniqueCellTypes,95,
floorplanning,core_area,0.0175,mm²
detailed_routing,final_antenna_net_count,0,
yosys,top_area_share,13.4,%
floorplanning,fp-row-count,48,
global_route,grt_max_degree,53,
yosys,synth.cells.most_frequent,"sky130_fd_sc_hd__nor2_1 (146), sky130_fd_sc_hd__a21oi_1 (112), sky130_fd_sc_hd__nand2_1 (98), sky130_fd_sc_hd__ha_1 (97), sky130_fd_sc_hd__inv_1 (92)",
final_timing,maxSlewViolCount,0,
final_timing,max_slew_margin,39.8,%
global_route,first_global_vias,10200,
clock_tree,post_cts_resized,0,
detailed_routing,detailedRoute.firstPassIterationCount,7,
final_timing,final_min_period,14460,ps
floorplanning,die_w,137,µm
power_and_ir_drop,power-per-cell-area,26.6,mW/mm²
detailed_routing,initialDrtViolationCount,1563,
setup_path,timing.critical_path.fanout_max,11,
final_timing,maxClockFrequency,69.2,MHz
clock_tree,cts_hold_buf,0,
power_and_ir_drop,leakage,4.10,nW
final_timing,grt_setup_unrepaired,"no",
yosys,ys_cells,1272,
placed_design,placedCellCount,1529,
setup_path,setup.worst_path.class,"input port to output pin",
global_route,groute.usage.overall,48.1,%
setup_path,worst-endpoint-required,17840,ps
setup_path,crit_slowest_cell,"sky130_fd_sc_hd__clkdlybuf4s50_1",
setup_path,critical-path-top-delay-family,"AND-OR/OR-AND gates",
cells_and_area,flop_count,0,
floorplanning,fp.dieH,137,µm
cells_and_area,clockBufferCount,0,
yosys,synthesis.area,0.00906,mm²
detailed_routing,routed_wirelength,43700,µm
setup_path,timing.critical_path.to_type,"output pin",
cells_and_area,final_layout_size_suffix_gt1_share,10.9,%
final_timing,fin_setup_tns,0,ps
outcome,result_of_the_run,"finished clean",
setup_path,critical_path.cell_chain,"clkdlybuf4s50_1 > inv_1 > ha_1 > or3_1 > nor3_1 > o311ai_2 > nand3_2 > a311oi_2 > a211oi_1 > o22ai_1 > or4_1 > a21oi_1 > fa_1 > nor3_1 > a31oi_1 > nor3_1 > a211oi_1 > nand4_1 > a211oi_1 > nand2_1 > clkdlybuf4s50_1",
cells_and_area,multiInputGateArea,0.00821,mm²
detailed_routing,route.vias.total,11200,
cells_and_area,filler_cell_count,1651,
setup_path,worst_ep_arrival_time,10000,ps
floorplanning,floorplan.core_util,51.8,%
cells_and_area,synthToLayoutAreaGrowth,11.4,%
yosys,synth.area.top_cells,"sky130_fd_sc_hd__ha_1 (13%), sky130_fd_sc_hd__mux4_2 (13%), sky130_fd_sc_hd__a21oi_1 (6.2%)",
final_timing,setup_violations,0,
yosys,ys.warnings.count,1,
final_timing,holdWs,10240,ps
setup_path,critical_path_depth,21,
final_timing,tightest_slew,893,ps
flow_run,openroad.warnings,97,
setup_path,worstSetupStartpointType,"input port",
setup_path,crit_path_max_incr_delay,860,ps
placed_design,dp_hpwl,33500,µm
placed_design,place_congestion,1.10,
placed_design,port_buffers,101,
yosys,yosysTopAreaCell,"sky130_fd_sc_hd__ha_1",
detailed_routing,post-route-drc-count,0,
yosys,synthesis.area_per_instance,7.12,µm²
global_route,remaining_global_route_overflow,0,
floorplanning,die_area,0.0187,mm²
detailed_routing,antenna_diodes,0,
detailed_routing,routed_wire_per_std_cell,28.6,µm
cells_and_area,stdcell_count,1529,
yosys,synth_top_cell_by_count,"sky130_fd_sc_hd__nor2_1",
clock_tree,post_cts.repair.setup_buffers,0,
power_and_ir_drop,vdd_ir_drop_max,23.4,µV
global_route,grt_first_pass_wirelength,63900,µm
global_route,antenna_found_initial,1,
final cells by class:
class	count	share of cell area [%]
Inverter	95	3.53
Multi-Input combinational cell	1076	81.4
Tap cell	225	2.79
Timing Repair Buffer	133	12.3
cell usage in the layout (no fill, tap or decap), drive strengths merged, types with 13 or more instances in the layout:
cell type      count
nor2             147
o221ai            14
a21o              18
nand2             99
a221o             20
o211ai            32
o22ai             14
a31oi             16
o21ai             96
mux4              52
nand3             17
buf               35
ha                97
nor4              15
nor3              36
clkdlybuf4s50     98
a211o             16
a21oi            113
mux2i             36
inv               94
a222oi            14
o21bai            16
a221oi            25
or3               13
kinds of logic (layout without fill, tap and decap cells):
logic type / after synthesis / count (layout) / share of synthesized area, %
adders and majority gates: 100 / 100 / 14.1
AOI/OAI and AO/OA: 484 / 484 / 37.4
and+or+nand+nor: 384 / 384 / 19.7
muxes: 98 / 98 / 18.1
xor gates and xnor gates: 10 / 10 / 1.13
buffers and inverters: 196 / 228 / 9.57
per-layer routing:
layer  share of wire, %  wire (µm)  GRT usage [%]  vias up
met5              0.034         15              0        -
li1                   -          -              -     4939
met2                 42      18300           70.1      910
met1                 37      16100           61.0     5166
met3                 14       6280           18.8      203
met4                6.9       3030           27.1        2
stage by stage:
stage / worst slack (ps) / util, % / power [mW]
final: 7840 / 57.7 / 0.268
after global routing: 7570 / 57.7 / 0.282
after CTS: 8010 / 57.7 / 0.257
after detailed placement: 8020 / 57.7 / 0.255
after global placement: 8150 / 57.7 / 0.257
after floorplan: 9140 / - / 0.158
report_power, final:
group / total (mW) / internal (mW) / switching (mW) / leakage (nW)
clock: 0 / 0 / 0 / 0
combinational: 0.268 / 0.107 / 0.161 / 4.10
sequential: 0 / 0 / 0 / 0
total: 0.268 / 0.107 / 0.161 / 4.10
path summary, 6_finish.rpt:
| path | slack [ps] | start | endpoint |
|---|---|---|---|
| worst min-delay path | 10240 | A[4] | result[5] |
| worst max-delay path | 7840 | B[10] | result[0] |
tightest hold or removal path, cell delays in order:
cell and delay (ps):
sky130_fd_sc_hd__clkdlybuf4s50_1 390, sky130_fd_sc_hd__buf_4 220, sky130_fd_sc_hd__nand3_1 140, sky130_fd_sc_hd__nand4_1 130, sky130_fd_sc_hd__clkdlybuf4s50_1 420
Power is estimated from default activity; no workload was simulated.
