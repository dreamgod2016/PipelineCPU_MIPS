### flow/design.v
module rf(
    input RegWrite, 
    input [4:0] ReadAddr1,
    input [4:0] ReadAddr2,
    input [4:0] WriteAddr,
    input [31:0] WriteData,
    output [31:0] ReadData1,
    output [31:0] ReadData2
);
    reg[31:0] register[31:0];
    integer i; 
    initial
    begin
        for(i = 0; i<32; i=i+1)
            register[i] = 0;
    end
    always @(*) begin
        if (WriteAddr!=0 && RegWrite) 
        begin
            register[WriteAddr] = WriteData;
        end
    end
    assign ReadData1 = register[ReadAddr1] ;
    assign ReadData2 = register[ReadAddr2] ;
endmodule
### flow/run.sh
#!/bin/bash
# OpenROAD 26Q1-2900-gdf79404cd8, Yosys 0.63+post, stock flow scripts
make -C /OpenROAD-flow-scripts/flow DESIGN_CONFIG=/design/flow/config.mk WORK_HOME=/design/flow/orfs finish
### flow/config.mk
export PLATFORM = sky130hd
export DESIGN_NAME = rf
export DESIGN_NICKNAME = rf
export VERILOG_FILES = /design/flow/design.v
export SDC_FILE = /design/flow/constraint.sdc
export NUM_CORES = 4
export LEC_CHECK = 1
export CORE_UTILIZATION = 30
### flow/constraint.sdc
current_design rf

set clk_period 10.2
set clk_io_pct 0.2

create_clock -name clk0 -period $clk_period

set non_clock_inputs [all_inputs -no_clocks]
set_input_delay [expr $clk_period * $clk_io_pct] -clock clk0 $non_clock_inputs
set_output_delay [expr $clk_period * $clk_io_pct] -clock clk0 [all_outputs]
==> reports/results.tsv <==
metric	value	unit
endpoints left unconstrained	1024	
overall via count from detail_route	33500	
number of register pins that no clock reaches	1024	
internal power	0.000548	W
cell accounting for the most synthesized area	dlxtn_1	
top area cells in the synthesized netlist	dlxtn_1 53%, a22oi_1 17%, nand2_1 2.7%, nor2_1 2.3%, mux2i_1 2.2%	
weighted congestion reported at the end of routability-driven placement	1.10	
Critical Path End Type	output pin	
max FFs per register	1024	
per-instance average area after synthesis	9.21	µm²
switching share of power	0.543	
max_slew headroom	0.146	
CORE AREA	0.0966	mm²
share of post-route cells with drive strength above 1	0.112	
number of antenna violations at the first check in global routing	28	
Antenna Violating Nets Remaining	0	
outcome	finished, final reports clean	
summed standard-cell area reported by yosys	0.0292	mm²
global-route wire length before repair	288000	µm
count of maximum capacitance violations	0	
number of hold buffers added after CTS	0	
fraction of the mapped netlist area in adder cells	0	
number of flops mapped to enable cells by yosys	0	
largest fanout on the critical path	46	
final hold vios	0	
number of global-route vias before repair	32200	
setup repair after global routing missed its margin	no	
type of the worst min-delay path	primary input to output pin	
number of design rule violations left after detail routing	0	
post-synthesis to final-layout area growth	13.6	%
unique cell type count in the Yosys netlist	68	
number of detailed-route iterations in the first pass	7	
ratio of final minimum period to clock period	0.806	
routed length per placed instance	47.4	µm
total cells reported by yosys after synthesis	3172	
largest net degree at the start of global routing	47	
per-cell via count in the routed design	7.26	
area fraction in mux cells	0.0355	
final count of negative-setup-slack endpoints	0	
transition time at the pin with the least slew margin	1.25	ns
detailed placer's ending HPWL	140000	µm
Top Ports	112	
Data required, critical path	8.16	ns
Post-synth ARST share	0	
cell leakage power	14.1	nW
PostCTS Resize Cnt	0	
Pwr Density	36.2	mW/mm²
die width	314	µm
utilization of the core after routing	0.344	
total negative slack for setup checks	0	ns
final global-route overflow total	0	
post-synthesis share of cell area spent on xor and xnor gates	0	
die area	0.0986	mm²
Worst Path Class, Setup	primary input to output pin	
Simple Share, Synth	0.123	
Rows	114	
top_reg_cell synth	dlxtn_1	
top-area cell type share of the netlist area	0.527	
min Tclk post-route	8.22	ns
tally of buffers added on design ports	112	
dominant combinational cell family by area after synthesis	AND-OR/OR-AND gates	
worst-case vdd ir drop	0.0219	mV
Syn Std Cell Area	0.0292	mm²
max frequency	122	MHz
fraction of the mapped netlist area in compound gates	0.278	
setup fix buffers added after clock tree synthesis	0	
final tally of max-slew violations	0	
total global routing track utilization	0.448	
Net Switching	0.000652	W
floorplan die height	314	µm
cell count after synthesis	3172	
Iter 0 DRT Violations	5174	
FP Core Util	0.302	
worst path arrival time	6.18	ns
ys flops	1024	
detailed-route wire length	219000	µm
Tool Warnings	32	
startpoint types	primary input	
warning count from the yosys run	2	
==> layout by cell type (no fill, tap or decap), drive strengths merged, types with 24 or more instances in the layout <==
cell type / count
nor2: 188
conb: 32
mux2: 26
nand2: 208
a32oi: 24
a21oi: 91
a31oi: 26
nor3: 67
nor4: 26
diode: 27
dlxtn: 1024
a221oi: 47
a22o: 69
mux2i: 63
clkdlybuf4s50: 102
o21ai: 24
a22oi: 663
nand3: 49
nand4: 97
buf: 237
==> layout make-up <==
type	count	area [µm²]
Fill cell	9783	63400
Multi-Input combinational cell	1937	13300
Tap cell	1276	1600
Inverter	11	41.3
Antenna cell	27	67.6
Sequential cell	1024	15400
Timing Repair Buffer	339	2800
==> cells in the mapped netlist, types with 23 or more instances <==
cell / count
a22oi_1: 662
o21ai_0: 24
nor3_1: 60
nor4_1: 26
a21oi_1: 91
a32oi_1: 24
a31oi_1: 26
mux2_2: 26
a222oi_1: 23
mux2i_1: 63
nand4_1: 97
buf_2: 125
nand2_1: 207
dlxtn_1: 1024
a22o_1: 69
a221oi_1: 46
nor2b_1: 23
nand3_1: 49
nor2_1: 177
clkbuf_1: 89
==> final timing paths <==
| check | endpoint | from | slack, ns | cells past startpoint |
|---|---|---|---|---|
| max | ReadData2[27] | ReadAddr2[4] | 1.98 | 11 |
| min | ReadData1[31] | ReadAddr1[1] | 5.14 | 5 |
==> layer usage <==
layer	up-vias	global-route usage	wire length, µm
met1	16100	0.549	76500
met5	-	0.0160	444
met3	1179	0.264	37900
met2	3728	0.588	84600
li1	12500	-	-
met4	28	0.302	19400
==> logic make-up (layout without fill, tap and decap cells) <==
logic type,count (synthesis),count (layout)
AND-OR/OR-AND,1075,1075
buffers and inverters,242,350
latches,1024,1024
multiplexers,94,94
other,1,59
AND/OR/NAND/NOR,736,736
==> worst max-delay path: stages <==
cell	delay [ns]
buf_4	0.50
buf_12	0.43
nand3b_1	0.46
buf_4	0.37
nor2_4	0.51
buf_4	0.50
a22oi_1	0.17
nand4_1	0.15
nor3_1	0.07
a31oi_1	0.31
clkdlybuf4s50_1	0.56
==> metrics by stage <==
step / instance area [µm²] / hold slack, ns / std cells / setup slack, ns / total power (W)
after CTS: 33100 / 5.15 / 4587 / 2.30 / 0.00115
after floorplan: 29300 / 4.53 / 3203 / 4.52 / 0.000645
after global placement: 33100 / 5.16 / 4587 / 2.31 / 0.00115
after global routing: 33100 / 5.17 / 4589 / 2.16 / 0.00122
after detailed placement: 33100 / 5.14 / 4587 / 2.29 / 0.00114
final: 33200 / 5.14 / 4614 / 1.98 / 0.00120
No activity file was given, so power comes from the tool's default toggle rates.
